==> flow/design.v <==
module Lab6(SW, KEY, HEX0, HEX1, HEX2, HEX3, HEX6);
    input [0:0] KEY;   
    input [17:0] SW;   
    output [6:0] HEX3;   
    output [6:0] HEX2;   
    output [6:0] HEX1;   
    output [6:0] HEX0;   
    output [6:0] HEX6;   
    TrafficController disp(
    .Reset(SW[17]), .Clock(KEY[0]), .E(SW[3]), .NL(SW[2]), .EL(SW[1]), .W(SW[0]), .ETL(HEX3), .NLTL(HEX2), .ELTL(HEX1), .WTL(HEX0), .timer(HEX6));
endmodule
module TrafficController(Reset, Clock, E, NL, EL, W, ETL, NLTL, ELTL, WTL, timer);
    input Reset;
    input Clock;
    input E;
    input NL;
    input EL;
    input W;
    output reg [6:0] ETL;
    output reg [6:0] NLTL;
    output reg [6:0] ELTL;
    output reg [6:0] WTL;
    output wire [6:0] timer;
    reg counter_reset;
    reg [3:0] state;   
    reg [3:0] nextState;    
    reg [1:0] timerC;
    reg [1:0] counter;
    reg [6:0] LUT[3:0];
	 wire AS;
	 assign AS = ~E & ~W & ~NL & ~EL;
    parameter Green = 7'b0010000;    
    parameter Yellow = 7'b0010001;   
    parameter Red = 7'b0101111;      
    parameter S0 = 4'b0000, S1 = 4'b0001, S2 = 4'b0010, S3 = 4'b0011,
    S4 = 4'b0100, S5 = 4'b0101, S6 = 4'b0110, S7 = 4'b0111,
    S8 = 4'b1000;
    always @* begin
        case (state)
            S0: 
                if ((E & W & ~NL & ~EL) | counter < 3) nextState = S0;
                else if ((NL | AS) & counter >= 3) nextState = S3;  
                else if (EL & ~NL & counter >= 3) nextState = S8;
                else nextState = S0;
            S1: 
                if ((E & NL & ~EL & ~W) | counter < 3) nextState = S1;
                else if (W & ~EL & counter >= 3) nextState = S4;
                else if ((EL | AS) & counter >= 3) nextState = S5;
                else  nextState = S1;
            S2: 
                if ((EL & ~NL & ~W & ~E)  | counter < 3) nextState = S2;
                else if ((NL & ~E & ~W) & counter >= 3) nextState = S6;
                else if ((E | W | AS) & counter >= 3) nextState = S7;
                else  nextState = S2;
            S3: 
                 nextState = S1;
            S4: 
                nextState = S0;
            S5: 
                 nextState = S2;
            S6: 
                 nextState = S1;
            S7: 
				if(E & NL & EL & ~W) nextState = S1;
				else
                 nextState = S0;
            S8: 
                nextState = S2;
        endcase
    end
    always @* begin
        case (state)
            S0: begin
                ETL = Green; WTL = Green;   
                NLTL = Red; ELTL = Red;       
                counter_reset = 0;
            end
            S1: begin
                ETL = Green;
                WTL = Red;
                NLTL = Green;
                ELTL = Red;
                counter_reset = 0;
            end
            S2: begin
                ETL = Red;
                NLTL = Red;
                ELTL = Green;
                WTL = Red;
                counter_reset = 0;
            end
            S3: begin
                ETL = Green;
                NLTL = Red;
                ELTL = Red;
                WTL = Yellow;
                counter_reset = 1;
            end
            S4: begin
                ETL = Green; NLTL = Yellow; ELTL = Red; WTL = Red;
                counter_reset = 1;
            end
            S5: begin
                ETL = Yellow; NLTL = Yellow; ELTL = Red; WTL = Red;
                counter_reset = 1;
            end
            S6: begin
                ETL = Red; NLTL = Red; ELTL = Yellow; WTL = Red;
                counter_reset = 1;
            end
            S7: begin
                ETL = Red; NLTL = Red; ELTL = Yellow; WTL = Red;
                counter_reset = 1;
            end
            S8: begin
                ETL = Yellow; NLTL = Red; ELTL = Red; WTL = Yellow;
                counter_reset = 1;
            end
        endcase
    end
always@(posedge Clock) begin
	if (Reset) begin
	state <= S0;
	counter <= 0;
	end else begin
	state <= nextState;
	if(counter_reset)
		counter <= 0;
	else if (counter < 3)
		counter <= counter + 1;
	end
	timerC = 3 - counter;
end
	initial begin
	LUT[2'b00] = 7'b1000000;
	LUT[2'b01] = 7'b1111001;
	LUT[2'b10] = 7'b0100100;
	LUT[2'b11] = 7'b0110000;
	end
    assign timer = LUT[timerC];
endmodule
==> flow/run.sh <==
#!/bin/bash
# OpenROAD 26Q1-2900-gdf79404cd8, Yosys 0.63+post, stock flow scripts
make -C /OpenROAD-flow-scripts/flow DESIGN_CONFIG=/design/flow/config.mk WORK_HOME=/design/flow/orfs finish
==> flow/config.mk <==
export PLATFORM = sky130hd
export DESIGN_NAME = Lab6
export DESIGN_NICKNAME = Lab6
export VERILOG_FILES = /design/flow/design.v
export SDC_FILE = /design/flow/constraint.sdc
export NUM_CORES = 4
export LEC_CHECK = 1
export CORE_AREA = 10 10 99 99
export DIE_AREA = 0 0 109 109
==> flow/constraint.sdc <==
current_design Lab6

set clk_period 1.2
set clk_io_pct 0.2

create_clock -name clk0 -period $clk_period [get_ports {KEY}]

set non_clock_inputs [all_inputs -no_clocks]
set_input_delay [expr $clk_period * $clk_io_pct] -clock clk0 $non_clock_inputs
set_output_delay [expr $clk_period * $clk_io_pct] -clock clk0 [all_outputs]
==> run summary <==
run metrics: status completed, EDFF count, synth 0, Synth area leaders dlxtn_1 25%, dfxtp_1 22%, buf_4 13%, nor2b_1 4.4%, nor3_1 3.0%, mux frac, synth 0.998%, and+or+nand+nor area frac 19.6%, Required @ worst endpoint 0.96 ns, Synth area leader dlxtn_1, vias in the first global route 710, setup bufs post-CTS 0, DR DRC count 0, stages on the worst setup path 1, FF-to-FF setup slack 0.28 ns, pwr dens 660 mW/mm^2, top-count cell post-synth buf_4, WHS 0.487 ns, clk root buf clkbuf_8, share of cells above drive strength 1 7.41%, Cell Area, Synth 0.00100 sq mm, average size of a mapped cell 8.96 sq um, I/O Buffers 35, Slew HR 63.0%, Tool Warnings 60, WP buf/inv 1, Die X-Extent 109 microns, Max Freq 1010 MHz, Crit. Startpoint HEX6[3], Latency at later pin 0.21 ns, CTS resizes 7, clk_skew 0.000466 ns, Final period util 82.6%, Worst R2R Start disp.counter[0], CP endpoint HEX6[3], Hold Crit Class flop to flop, RSZ-0062 raised after global routing false, synth warn 1, fill count 842, Critical Path Max Stage Delay 0.31 ns, initial antenna violation count 0, Core ar. 0.00773 sq mm, post-DP HPWL 1.75 mm, placed inst area 0.00136 sq mm, Mapped Cells 112, first-pass detailed-route iteration total 4, Critical Path Start Type flop, xor+xnor area frac 1.75%, critical path, cell by cell dlygate4sd2_1, worst-path fanout max 2, Cell Type Count 33, YS chip area 0.00100 sq mm, Die ar. 0.0119 sq mm, Via Count 770, Setup crit end kind primary output, clock slew seen by the registers of the worst setup and hold paths 0.04 ns, final hold vios 0, most frequent cells after synthesis 18 x buf_4, 17 x dlxtn_1, 11 x dfxtp_1, Slowest-stage cell, CP dfxtp_2, CTS tree built, register pins left without a clock 17, arrival time worst endpoint 0.75 ns, Async SR Flop Fraction 0%, Design Area, Final 0.00139 sq mm, dominant register cell dlxtn_1, WS Path Type flop to primary output, DR iter-0 viols 32, CTS H-tree lvls 1, max_cap viols 0, yosys aoi share 9.35%, WL/cell 8.78 microns, post-DR vias/cell 3.25, Dominant combinational family simple AND/OR/NAND/NOR gates, GP Congestion 0.812, min cycle time layout 0.991 ns, Tightest Pin Transition 0.555 ns, Layout area overhead 38.9%, fa+ha+maj area frac 1.25%, CP top delay family flip-flops, largest net degree at the start of global routing 19, Worst R2R Path Depth 3, Registers, synthesis 28, r2r endpoint disp.counter[1], ys cells 112, total grt overflow 0, # rows 32, Ant. Diodes 0, endpoints left unconstrained 41, IR drop worst, VDD 0.238 mV, first-pass GRT wire length 3.37 mm, Detail Route Antenna Nets 0, setup violators final 0, Ports 54, Detailed Route WL 2.08 mm, LEAKAGE 0.608 nW, Num CTS Buffers 3, Synth top area share 25.4%, Total Neg Setup Slack 0 ns, hold_buf cts 0, Init Core Util 13.0%, clk buf depth 2, die height 109 microns, gr usage total 3.31%, Max Transition Viols Final 0
cells in the final DEF, fill, tap and decap left out, types with 2 or more instances in the layout:
| master | instances |
|---|---|
| inv_1 | 8 |
| nand2b_1 | 3 |
| clkbuf_8 | 3 |
| dfxtp_1 | 10 |
| clkdlybuf4s50_1 | 29 |
| nor3_1 | 6 |
| dlygate4sd2_1 | 6 |
| buf_4 | 3 |
| a31oi_1 | 2 |
| conb_1 | 5 |
| nand2_1 | 6 |
| nor2b_1 | 7 |
| xor2_1 | 2 |
| dlxtn_1 | 17 |
| nor2_1 | 8 |
logic make-up after synthesis:
kind of cell / count (synthesis)
AND-OR/OR-AND: 12
adder cells (fa/ha/maj): 1
other: 1
AND/OR/NAND/NOR: 36
XOR/XNOR: 2
latches: 17
multiplexers: 1
buffers and inverters: 31
flip-flops: 11
how the worst min path moves through the flow:
stage	slack, ns	startpoint	depth (start not counted)	to
6_report	0.49	disp.counter[1]	1	HEX6[6]
4_1_cts	0.50	disp.counter[1]	1	HEX6[6]
5_1_grt	0.53	disp.counter[1]	1	HEX6[6]
routing by layer:
layer  part of all wire, %  vias to the layer above  global-route usage [%]
met3                    14                        4                    1.02
li1                      -                      392                       -
met2                    46                       32                    5.74
met4                   2.1                        0                   0.753
met5                     0                        -                       0
met1                    38                      342                    3.92
registers in the layout (all words and copies together), names as in the netlist:
| name | cells |
|---|---|
| disp.NLTL | 3 |
| disp.ETL | 3 |
| HEX6 | 5 |
| disp.nextState | 4 |
| disp.state | 4 |
| disp.counter | 2 |
| disp.WTL | 3 |
| disp.counter_reset | 1 |
| disp.ELTL | 3 |
cell type report:
class                      count  area (sq um)  area share, %
clock buffer                   4          45.0           3.23
inverter                       8          30.0           2.15
multi-input combinational     57           349           25.0
sequential                    28           477           34.2
tap                          102           128           9.16
timing repair buffer          38           365           26.2
where the power goes:
part | internal [mW] | leakage [nW] | switching, mW
logic | 0.105 | 0.359 | 0.0707
registers | 0.417 | 0.226 | 0.0146
clock network | 0.228 | 0.0228 | 0.0841
total | 0.750 | 0.608 | 0.169
stage by stage:
| step | cells | utilization [%] | power [mW] | worst slack [ns] |
|---|---|---|---|---|
| 2_1_floorplan | 116 | - | 0.518 | 0.0669 |
| 3_3_place_gp | 233 | 17.5 | 0.641 | 0.154 |
| 3_5_place_dp | 233 | 17.5 | 0.647 | 0.148 |
| 4_1_cts | 237 | 18.0 | 0.988 | 0.175 |
| 5_1_grt | 237 | 18.0 | 1.04 | 0.153 |
| 6_report | 237 | 18.0 | 0.919 | 0.209 |
No activity file was given, so power comes from the tool's default toggle rates.
